==> ./design.v <==
module mealy_seq(
  input in,clk,rst,
  output out);
  parameter s1=1;
  parameter s2=2;
  parameter s3=3;
  parameter s4=4;
  parameter s5=5;
  reg [2:0] p_state,n_state;
  always@(posedge clk) begin
    if(rst) begin
      p_state <=s1;
    end
    else begin
      p_state <= n_state;
    end
  end
  always@(p_state or in) begin
    case(p_state) 
      s1: begin
        if(in)
          n_state <= s2;
        else
          n_state <= s1;
      end
      s2: begin
        if(in)
          n_state <= s3;
        else
          n_state <= s1;
      end
      s3: begin
        if(in)
          n_state <= s3;
        else
          n_state <= s4;
      end
      s4: begin
        if(in)
          n_state <= s2;
        else
          n_state <= s5;
      end
      s5: begin
        if(in)
          n_state <= s2;
        else
          n_state <= s1;
      end
      default:n_state <=s1;
      endcase
    end
  assign out = (p_state==s5) && (in==1)? 1 : 0;
      endmodule  
==> ./run.sh <==
#!/bin/bash
# OpenROAD 26Q1-2900-gdf79404cd8, Yosys 0.63+post, stock flow scripts
make -C /OpenROAD-flow-scripts/flow DESIGN_CONFIG=/design/flow/config.mk WORK_HOME=/design/flow/orfs finish
==> ./config.mk <==
export PLATFORM = sky130hd
export DESIGN_NAME = mealy_seq
export DESIGN_NICKNAME = mealy_seq
export VERILOG_FILES = /design/flow/design.v
export SDC_FILE = /design/flow/constraint.sdc
export NUM_CORES = 4
export LEC_CHECK = 1
export CORE_AREA = 10 10 70 70
export DIE_AREA = 0 0 80 80
==> ./constraint.sdc <==
current_design mealy_seq

set clk_period 1.7
set clk_io_pct 0.2

create_clock -name clk0 -period $clk_period [get_ports {clk}]

set non_clock_inputs [all_inputs -no_clocks]
set_input_delay [expr $clk_period * $clk_io_pct] -clock clk0 $non_clock_inputs
set_output_delay [expr $clk_period * $clk_io_pct] -clock clk0 [all_outputs]
==> reports/qor.csv <==
stage;metric;value;unit
routing;routed_via_density;1.941;
grt;met1_usage;0.009993;
routing;drt-total-wl;354;um
yosys;ys_types;7;
routing;drt-initial-drc-count;3;
pwr;p_per_area;1004;nW/um2
layout;drive_gt1_frac;0.1818;
yosys;common_cells;dfxtp_1 (5), nor2_1 (3), nor3b_1 (2);
pwr;switching_share;0.2034;
outcome;outcome;finished, final reports clean;
worst_hold_path;min_path_cells;1;
final_timing;setup_viol;0;
placement;place.gp.congestion;0.6742;
worst_hold_path;holdPathEnd;p_state[1]$_DFF_P_;
routing;ant_nets;0;
final_timing;worst_clock_skew;0.005032;ns
pwr;vdd_drop_max;0.1206;mV
yosys;ys_seq_elements;5;
routing;post_drt_wl_per_cell;5.206;um
grt;busiest_layer;met3;
yosys;area_leaders;dfxtp_1 (65%), nor3b_1 (9.7%), nor2_1 (7.3%);
grt;use_met3;0.02500;
yosys;simple_gate_share;0.2823;
cts;path_clk_slew;0.05;ns
floorplan;core-area;3416;um2
final_timing;tightest_slew;0.1610;ns
yosys;yosys_warnings;1;
setup_path;start_kind;flop;
final_timing;period_needed;1.517;ns
layout;largest_reg_flops;5;
final_timing;totalNegativeSetupSlack;0;ns
floorplan;initCoreUtil;0.04542;
final_timing;finalHoldViolations;0;
routing;dr.pass1.iters;2;
yosys;syn-cell-area;155.1;um2
final_timing;finalWorstSetupSlack;0.1830;ns
pwr;p_seq_frac;0.452;
grt;antenna_found_initial;0;
yosys;synth_adder_area_share;0;
yosys;logic_family;simple AND/OR/NAND/NOR gates;
setup_path;crit_family;buffers and inverters;
floorplan;die_y;80;um
cts;cts_tree;built;
grt;grt_pass1_wl;579;um
run;warnings;25;
yosys;ys_cells;14;
setup_path;cp_num_buf_inv;1;
pwr;p_leak;0.00008758;uW
yosys;edf_count;0;
yosys;top_area_frac;0.6452;
grt;grt_usage;0.01298;
yosys;ys_seq_frac;0.6452;
setup_path;reg2reg_from;p_state[0]$_DFF_P_;
setup_path;cp.arrival;1.18;ns
layout;final_util;0.08059;
cts;cts_sinks;5;
pwr;p_clk_frac;0.494;
floorplan;dieArea;6400;um2
setup_path;r2r_end;p_state[0]$_DFF_P_;
floorplan;rows;21;
cts;cts_hold_buf;0;
yosys;most_common_cell;dfxtp_1;
floorplan;io_pins;4;
setup_path;crit_type;reg2out;
final_timing;fin_crit_sh;0.8924;
cts;cts_buffer_depth;2;
yosys;mux_share;0;
grt;grt_max_degree;5;
setup_path;cp.required;1.36;ns
pwr;comb_power_share;0.054;
yosys;yosys.area.top_type;dfxtp_1;
setup_path;r2r_cells;1;
setup_path;cp-end-kind;output pin;
routing;vias;132;
final_timing;slew_violations;0;
placement;place_ws;-0.03424;ns
routing;drc;0;
placement;port_buffers;3;
pwr;p_switching;56.22;uW
cts;cts_made_buffers;3;
final_timing;rsz0062_at_grt;no;
grt;grt_pass1_vias;137;
worst_hold_path;hold_start;p_state[4]$_DFF_P_;
cts;clock_latency;0.24;ns
final_timing;relSlewSlack;0.8918;
worst_hold_path;min_path_type;reg2reg;
setup_path;cp_max_fo;3;
setup_path;max_stage_delay;0.46;ns
setup_path;path_cells;and2_1 -> clkdlybuf4s50_1;
yosys;xor_share;0;
layout;design_area;275.3;um2
yosys;synthFlopType;dfxtp_1;
yosys;yosys_area;155.1;um2
run;cap_violations;0;
cts;clock-root-buffer;clkbuf_4;
yosys;syn_area_per_cell;11.08;um2
pwr;p_int;220.2;uW
grt;overflow;0;
routing;insertedDiodeCount;0;
yosys;netlist_instances;14;
layout;top_regs;p_state (5);
final_timing;holdWs;0.4759;ns
layout;largest-register;p_state;
cts;cts.htree.levels;1;
layout;area_delta_synth_final;77.42;%
setup_path;r2r_setup_slack;0.90;ns
floorplan;chipWidth;80;um
yosys;ys_async_sr_fraction;0;
setup_path;critPathSlowestCell;clkdlybuf4s50_1;
final_timing;max_freq;0.6592;GHz
yosys;aoi_share;0.07258;
placement;dpl_cell_area;250.2;um2
grt;met2_usage;0.01364;
[logic make-up (layout without fill, tap and decap cells)]
group / Yosys count / in the layout
buf+inv: 0 / 8
flops: 5 / 5
simple gates: 8 / 8
compound gates: 1 / 1
[per-layer routing]
layer  up-vias  wire, um
met4         0         0
met2         6       116
met5         -         0
li1         65         -
met1        61       138
met3         0        99
[stage by stage]
| step | std cells | total power, uW |
|---|---|---|
| CTS | 68 | 282.5 |
| finish | 68 | 276.4 |
| global route | 68 | 297.3 |
| global placement | 64 | 141.3 |
| floorplan | 14 | 132.7 |
| detailed placement | 64 | 142.5 |
[worst max-delay path by stage]
stage,from,endpoint,slack (ns),cells after the start
finish,p_state[3]$_DFF_P_,out,0.18,2
global route,p_state[3]$_DFF_P_,out,0.14,2
CTS,p_state[3]$_DFF_P_,out,0.17,2
[layout make-up]
type,count,area [um2]
sequential,5,100.1
fill,402,3141
multi-input combinational,9,55.05
tap,46,57.56
timing repair buffer,4,36.28
clock buffer,4,26.28
[power by group through the flow]
stage | clock network [uW] | registers (uW) | logic, uW
4_1_cts | 143 | 125 | 15.1
5_1_grt | 155 | 125 | 16.9
6_report | 137 | 125 | 14.9
[timing repair]
item                       CTS  global route
setup buffers                0             0
resized                      1             0
setup endpoints to repair    1             0
hold endpoints to repair     0             0
[layout by cell type (no fill, tap or decap)]
cell and count:
dfxtp_1 5, nor2_1 3, clkbuf_4 3, nor3b_1 2, clkdlybuf4s50_1 2, nand2b_1 1
nor3_1 1, o41a_1 1, and2_1 1, clkbuf_1 1, dlygate4sd2_1 1, buf_4 1
Power figures rest on the tool's default switching activity, not on a simulated workload.
